==> /design/flow/design.v <==
module div_by_x4_plus_x2 #(parameter N=64) (
    input clk, rst,
    input  wire [N-1:0] p,
    output reg [N-1:0] q,
    output reg done
);
    reg [15:0] count;
    always @(posedge clk) begin
        if(rst) begin
            count <= 0;
            done <= 0;
            q<=0;
        end
        else begin
            if(count >= N) begin
                count <= count;
                q <= q<<2;
                done <= 1;
            end
            else begin
                q <= q ^ (p>>count);
                count <= count + 2;
            end
        end
    end
endmodule
==> /design/flow/run.sh <==
#!/bin/bash
# OpenROAD 26Q1-2900-gdf79404cd8, Yosys 0.63+post, stock flow scripts
make -C /OpenROAD-flow-scripts/flow DESIGN_CONFIG=/design/flow/config.mk WORK_HOME=/design/flow/orfs finish
==> /design/flow/config.mk <==
export PLATFORM = sky130hd
export DESIGN_NAME = div_by_x4_plus_x2
export DESIGN_NICKNAME = div_by_x4_plus_x2
export VERILOG_FILES = /design/flow/design.v
export SDC_FILE = /design/flow/constraint.sdc
export NUM_CORES = 4
export LEC_CHECK = 1
export CORE_UTILIZATION = 50
==> /design/flow/constraint.sdc <==
current_design div_by_x4_plus_x2

set clk_period 19.4
set clk_io_pct 0.2

create_clock -name clk0 -period $clk_period [get_ports {clk}]

set non_clock_inputs [all_inputs -no_clocks]
set_input_delay [expr $clk_period * $clk_io_pct] -clock clk0 $non_clock_inputs
set_output_delay [expr $clk_period * $clk_io_pct] -clock clk0 [all_outputs]
==> qor.yml <==
worst_setup_path:
  critPathBufInv: 1
  slowest_stage: "a2111oi_1"
  critPathLaunchType: "primary input"
  critical_path.cell_chain: "clkdlybuf4s50_1 > mux4_2 > mux2_2 > a2111oi_1 > mux2i_1 > nand2_1"
  slowest_delay_ns: 0.83
  path_delay_family: "multiplexers"
  path_class: "primary input to flop"
  cp_data_required_time_ns: 19.65
  worstPathMaxFanout: 7
  worstPathArrival_ns: 6.46
  ff2ff_path_depth: 6
  crit_cells: 6
  end_kind: "flop"
synth:
  synthTopCellsByArea: "dfxtp_1 (22%), mux4_2 (17%), mux2i_1 (9.1%)"
  synthTopCellsByCount: "dfxtp_1 (80), nand2_1 (69), mux2i_1 (67), nor2_1 (65), mux4_2 (54)"
  edf_count: 0
  numSynthFlops: 80
  ys_cells: 821
  adder_share_pct: 0.341
  yosys.area.top_type_share_pct: 21.8
  synthArstFlopShare_pct: 0
  netlist_instances: 821
  ys_types: 69
  ys_sh_aoi_pct: 18.0
  ys_warn_count: 1
  syn_area_sq_um: 7340
  top_cell: "dfxtp_1"
  ff_type: "dfxtp_1"
  yosys_area_sq_um: 7340
  synth_area_leader_cell: "dfxtp_1"
  muxShareOfSynthArea_pct: 30.8
  synth.cellmix.simpleShare_pct: 19.7
  synthTopLogicFamily: "multiplexers"
  xor_share_pct: 4.06
  yosysSeqAreaShare_pct: 21.8
  syn_area_per_cell_sq_um: 8.94
final_timing:
  worstMarginPinSlew_ns: 0.875
  final.period_utilization_pct: 32.0
  max_slew_margin_pct: 41.5
  fin_crit_ns: 6.22
  fmax_mhz: 161
  tns_ns: 0
  setup_viol: 0
  skew_ns: 0.0106
  drv_slew: 0
  rsz0062_at_grt: "no"
  hold_viol_final: 0
clock_tree:
  cts_tree: "yes"
  cts_sinks: 80
  cts-root-buf: "clkbuf_16"
  cts_buffers: 9
  cts.repair.resized: 0
  insertion_delay_ns: 0.35
  postCtsHoldBufs: 0
  cts_max_path_buffers: 2
  htree_levels: 3
  cts.clk_slew.worst_paths_ns: 0.07
  postCtsSetupBuffers: 0
routing:
  num_vias: 7469
  avgViaCountPerCell: 6.87
  drtIter0Drc: 664
  drt_wl_total_mm: 27.0
  drc: 0
  diodes: 0
  routedWlPerCell_um: 24.8
  ant_nets: 0
  drt_first_pass_iters: 4
die:
  core.rowCount: 43
  die_x_um: 123
  io_pins: 131
  die_area_sq_um: 15200
  dieHeight_um: 123
  fp_util_pct: 52.1
  core-area_sq_um: 14100
min_path:
  hold_path_depth: 2
  hold_path.class: "flop to flop"
placed_design:
  io_buffers: 130
  place_area_sq_um: 8650
  gp_congestion: 1.02
  hpwl_mm: 20.2
global_routing:
  grt_max_degree: 88
  grt_pass1_wl_mm: 40.6
  antenna_found_initial: 0
  grt_use_total_pct: 37.7
  grt_overflow: 0
  grt_pass1_vias: 6939
layout:
  n_fill_cell: 1108
  drive_above_1_share_pct: 15.1
  area_growth_pct: 21.6
  finalInstanceArea_sq_um: 8920
power:
  p_leak_nw: 3.28
  power.density_nw_per_um2: 75.5
  irDropWorstVdd_v: 0.0000428
job:
  cap_violations: 0
  warnings: 28
status:
  status: "finished, final reports clean"
==> stage by stage <==
stage	setup slack [ns]	util [%]	cells	hold WS [ns]	power (mW)
2_1_floorplan	13.87	-	821	0.416	0.383
3_3_place_gp	12.83	61.3	1071	0.451	0.508
3_5_place_dp	12.87	61.3	1071	0.462	0.510
4_1_cts	13.24	63.3	1087	0.477	0.673
5_1_grt	13.22	63.3	1087	0.503	0.706
6_report	13.18	63.3	1087	0.472	0.673
==> area by class of cell <==
cell class,count,area [sq um],share of cell area [%]
Timing Repair Buffer,148,1430,16.0
Inverter,5,18.8,0.210
Clock inverter,6,48.8,0.547
Multi-Input combinational cell,658,5360,60.1
Sequential cell,80,1610,18.0
Tap cell,180,225,2.52
Clock buffer,10,229,2.57
==> power by group <==
group | leakage (nW) | switching (mW) | internal, mW
sequential | 0.664 | 0.0379 | 0.195
combinational | 2.48 | 0.124 | 0.155
clock | 0.134 | 0.0733 | 0.0884
total | 3.28 | 0.235 | 0.438
==> worst paths after layout <==
path	slack, ns	to	start
worst max-delay path	13.18	q[8]$_SDFF_PP0_	p[50]
worst min-delay path	0.47	done$_SDFFE_PP0P_	done$_SDFFE_PP0P_
worst max register to register	15.96	q[8]$_SDFF_PP0_	count[3]$_SDFFE_PP0N_
worst min register to register	0.47	done$_SDFFE_PP0P_	done$_SDFFE_PP0P_
==> flip-flops by register name (all words and copies together), names as in the netlist <==
register  count
q            64
count        15
done          1
==> layout by cell type, fill, tap and decap left out, drive strengths merged, types with 11 or more instances in the layout <==
master,n
clkdlybuf4s50,129
dfxtp,80
nand2,69
mux2i,67
nor2,65
mux4,54
nor3,38
mux2,33
o22ai,24
a21oi,23
a211oi,22
nand3,21
o21ai,21
xnor2,20
or3,19
buf,19
nor2b,17
xor2,14
and3,13
a32oi,11
nor4,11
==> layer usage <==
layer	global-route usage (%)	wire [um]
met3	9.04	2150
met5	0	0
met4	17.6	1500
met1	50.2	10600
met2	59.1	12700
==> tightest hold or removal path: cells and delay by family (launching register included) <==
family	cells	cell delay [ns]
flip-flops	1	0.32
AND/OR/NAND/NOR	2	0.12
==> cells by family after synthesis <==
family | Yosys count
xor gates and xnor gates | 34
adders and majority gates | 2
buffers and inverters | 83
AOI/OAI and AO/OA | 181
muxes | 154
DFF | 80
and+or+nand+nor | 287
Power is estimated from default activity; no workload was simulated.
